--- ./config.mk ---
export PLATFORM = sky130hd
export DESIGN_NAME = avalon
export DESIGN_NICKNAME = avalon
export VERILOG_FILES = /design/flow/design.v
export SDC_FILE = /design/flow/constraint.sdc
export NUM_CORES = 4
export LEC_CHECK = 1
export CORE_AREA = 10 10 70 70
export DIE_AREA = 0 0 80 80
--- ./constraint.sdc ---
current_design avalon

set clk_period 1.0
set clk_io_pct 0.2

create_clock -name clk0 -period $clk_period [get_ports {clk}]

set non_clock_inputs [all_inputs -no_clocks]
set_input_delay [expr $clk_period * $clk_io_pct] -clock clk0 $non_clock_inputs
set_output_delay [expr $clk_period * $clk_io_pct] -clock clk0 [all_outputs]
--- ./design.v ---
module avalon (
    input wire clk,
    input wire resetn,
    output reg valid,
    input wire ready,
    output reg [7:0] data
);
    parameter S_IDLE        = 3'd0;
    parameter S_WAIT_READY  = 3'd1;
    parameter S_VALID_4     = 3'd2;
    parameter S_VALID_5     = 3'd3;
    parameter S_VALID_6     = 3'd4;
    parameter S_HOLD_5      = 3'd5;
    parameter S_HOLD_6      = 3'd6;
    parameter S_DONE        = 3'd7;
    reg [2:0] state;
    reg [2:0] next_state;
    always @(posedge clk or negedge resetn) begin
        if (!resetn) begin
            state <= S_IDLE;
        end else begin
            state <= next_state;
        end
    end
    always @(*) begin
        next_state = state;
        case (state)
            S_IDLE: begin
                if (ready)
                    next_state = S_VALID_4;
            end
            S_VALID_4: begin
                if (ready)
                    next_state = S_VALID_5;
                else
                    next_state = S_HOLD_5;
            end
            S_VALID_5: begin
                if (ready)
                    next_state = S_VALID_6;
                else
                    next_state = S_HOLD_6;
            end
            S_VALID_6: begin
                next_state = S_DONE;
            end
            S_HOLD_5: begin
                if (ready)
                    next_state = S_VALID_5;
                else
                    next_state = S_HOLD_5;  
            end
            S_HOLD_6: begin
                if (ready)
                    next_state = S_VALID_6;
                else
                    next_state = S_HOLD_6;  
            end
            S_DONE: begin
                next_state = S_DONE;
            end
        endcase
    end
    always @(*) begin
            valid = 0;
            case (state)
                S_VALID_4: begin
                    valid = 1;
                    data = 4;
                end
                S_VALID_5: begin
                    valid = 1;
                    data = 5;
                end
                S_VALID_6: begin
                    valid = 1;
                    data = 6;
                end
                default: begin
                    valid = 0;
                end
            endcase
        end
endmodule
--- ./run.sh ---
#!/bin/bash
# OpenROAD 26Q1-2900-gdf79404cd8, Yosys 0.63+post, stock flow scripts
make -C /OpenROAD-flow-scripts/flow DESIGN_CONFIG=/design/flow/config.mk WORK_HOME=/design/flow/orfs finish
==> run summary <==
Outcome: finished with violations
Violated checks: setup timing
Mapped Cells: 28
Top-Level Pins: 12
Dominant synthesized flop cell: sky130_fd_sc_hd__dfrtp_1
Number of nets with antenna violations after routing: 0
DRC: 0
Seq cells post-synth: 8
Crit path setup slack, layout: -0.209 ns
Synth async-reset ratio: 75.0%
Worst-path maximum fanout: 3
Wire length of the first global-routing pass: 731 um
Pin count of the biggest net entering global routing: 7
Cell row count: 21
Post-route total power: 0.000505 W
Clock root buffer: sky130_fd_sc_hd__clkbuf_4
Power Dens Cells: 1130 nW/um^2
Comb power frac: 3.1%
Sequential fraction of design power: 48.2%
Initial antenna violation count: 0
Max Transition Viols Final: 0
Peak clock frequency supported by timing: 0.827 GHz
Cell-internal power: 0.000403 W
Post-synth tally of flip-flops with integrated enable: 0
Maximum Capacitance Violations: 0
Starting density of the core: 9.12%
Total GRT Usage: 1.35%
Synthesis-to-finish area growth: 43.0%
Core area: 3420 um^2
Number of search-and-repair iterations in the first detailed-routing pass: 2
Setup Skew: 0.0105 ns
Final estimated routing congestion in global placement: 0.715
Insertion Delay late pin: 0.25 ns
Static leakage: 0.214 nW
Fraction of final layout cells sized beyond drive strength 1: 36.8%
Count of endpoints without a timing constraint: 4
Port bufs: 5
Worst path arrival time: 1.01 ns
Iteration-0 DRC count of the detailed router: 1
Final setup violation count: 2
Routed wire length: 509 um
Number of buffers inserted during clock tree synthesis: 3
Dominant cell area share: 40.2%
Mapped Area: 312 um^2
DP HPWL: 387 um
Proportion of power drawn by the clock network: 48.7%
Routed vias/inst: 2.33
Vias in the first global route: 179
Layout Cells excl Fill: 84
Warning total across the stage logs: 27
Net switching fraction of the power: 20.3%
Count of hold buffers inserted by post-cts repair: 0
List of cells traversed by the critical path: nor3_2 > inv_1 > buf_2
CP Class: register to output pin
Top cells by count: sky130_fd_sc_hd__buf_4 (6), sky130_fd_sc_hd__dfrtp_1 (5)
Final Cycle Share: 121%
Vert. Die Dim: 80 um
Clk buf depth: 2
Average cell area after synthesis: 11.1 um^2
Type of the tightest min-delay check: input port to asynchronous set/reset pin
Worst endpoint required time: 0.80 ns
Sum of negative setup slack: -0.226 ns
Overall die area: 6400 um^2
Cell type with the highest aggregate area in the netlist: sky130_fd_sc_hd__dfrtp_1
Net Sw Power: 0.000103 W
Most frequently used cell type in the post-synthesis netlist: sky130_fd_sc_hd__buf_4
Number of hold-slack violations in the final timing report: 0
Number of vias in the routed layout: 196
CP startpoint kind: register
Worst-case vdd ir drop: 0.263 mV
Count of unclocked register or latch pins: 2
Synthesis Warnings: 1
Setup repair after global routing missed its margin: true
TritonCTS clock tree: built
Detailed-route wire length per cell: 6.06 um
Cell area leaders: sky130_fd_sc_hd__dfrtp_1 (40%), sky130_fd_sc_hd__buf_4 (14%), sky130_fd_sc_hd__dlxtn_1 (9.6%), sky130_fd_sc_hd__dfstp_2 (8.4%), sky130_fd_sc_hd__nor2_2 (4.0%)
Clock H-tree levels: 1
Maximum single-stage delay on the critical path: 0.38 ns
Yosys stat cell total: 28
Slowest cell on the critical path: sky130_fd_sc_hd__dfrtp_1
Number of antenna cells inserted: 0
Minimum period implied by the final worst setup slack: 1.21 ns
Count of unique library cells instantiated by Yosys: 14
Worst slack at placement: -0.264 ns
Chip area from the yosys synthesis statistics: 312 um^2
Clock-pin transition on the worst setup and hold timing paths: 0.05 ns
Placed Instances: 77
Setup crit end kind: output pin
Overflow after GRT: 0
Final standard cell utilization of the core: 13.0%
X dimension of the die: 80 um
-- power groups by stage --
stage                 registers [W]  clock network (W)  logic (W)
after CTS                  0.000243           0.000256  0.0000173
after global routing       0.000243           0.000280  0.0000185
final                      0.000244           0.000246  0.0000156
-- registers in the layout (all words and copies together) (netlist names) --
signal  count
state       6
data        2
-- path summary, 6_finish.rpt --
path / cells after the start / slack (ns) / from / to
setup / recovery: 3 / -0.21 / state[2] / valid
hold / removal: 1 / 0.18 / resetn / state[3]
setup reg to reg: 4 / -0.02 / state[5] / state[1]
hold reg to reg: 1 / 0.44 / state[4] / state[3]
max in group asynchronous: 1 / 0.54 / resetn / state[0]
min in group clk0: 1 / 0.44 / state[4] / state[3]
-- cell families after synthesis --
family | after synthesis | synth area share, %
buf+inv | 9 | 18.1
flops | 6 | 48.6
latches | 2 | 9.64
other cells | 2 | 2.41
simple gates | 9 | 21.3
-- placed cells by master (no fill, tap or decap), types with 2 or more instances in the layout --
cell                              netlist  routed
sky130_fd_sc_hd__buf_4                  6       5
sky130_fd_sc_hd__clkbuf_4               0       3
sky130_fd_sc_hd__clkdlybuf4s50_1        0       4
sky130_fd_sc_hd__conb_1                 2       6
sky130_fd_sc_hd__dfrtp_1                5       5
sky130_fd_sc_hd__dlxtn_1                2       2
sky130_fd_sc_hd__nor2b_1                2       2
-- routing by layer --
metal	up-vias	routed length [um]	track usage, %
met4	0	8	0.352
met2	11	236	1.77
met3	2	67	1.02
met5	-	0	0
li1	90	-	-
met1	93	197	1.69
-- what timing repair did --
action,in CTS,in global routing
endpoints found under the setup margin,1,2
setup buffers,0,3
resized,3,1
pin swaps,1,2
-- area by class of cell --
class / count / area (um^2)
clock buffers: 4 / 26.3
flip-flops and latches: 8 / 181
well taps: 46 / 57.6
repair buffers: 10 / 82.6
multi-input cells: 15 / 93.8
fillers: 395 / 2970
inverters: 1 / 3.75
-- critical path: cells and delay by family, from the launching register on --
kind | cells | cell delay, ns
buffers and inverters | 2 | 0.17
flip-flops | 1 | 0.38
AND/OR/NAND/NOR | 1 | 0.21
-- per-stage QoR --
step                      cell area, um^2  hold WS (ns)
final                                 445         0.180
after CTS                             418         0.188
after global placement                397         0.448
after detailed placement              397         0.453
after global routing                  445         0.188
after floorplan                       327       -0.0956
No activity file was given, so power comes from the tool's default toggle rates.
